==> flow/constraint.sdc <==
current_design scoringUnit

set clk_period 4.4
set clk_io_pct 0.2

create_clock -name clk0 -period $clk_period [get_ports {clk}]

set non_clock_inputs [all_inputs -no_clocks]
set_input_delay [expr $clk_period * $clk_io_pct] -clock clk0 $non_clock_inputs
set_output_delay [expr $clk_period * $clk_io_pct] -clock clk0 [all_outputs]
==> flow/design.v <==
module FF_DCE(q, clk, d, clr, en);
 input clk, clr, en, d;
 output reg q;
 always @(posedge clk)
 if (clr) q <= 1;
 else if (en) q <= d;
endmodule
module FF_DCE16(q, clk, d, clr, en);
 input clk, clr, en;
 input [15:0] d;
 output reg [15:0] q;
 always @(posedge clk)
 if (clr) q <= 16'b0000000000000000;
 else if (en) q <= d;
endmodule
module FF_DCE16best(q, clk, d, clr, en);
 input clk, clr, en;
 input [15:0] d;
 output reg [15:0] q;
 always @(posedge clk)
 if (clr) q <= 16'h9999;
 else if (en) q <= d;
endmodule
module adder13 (a, b, sum);
	input [12:0] a, b;
	output [12:0] sum;
	assign sum = a + b;
endmodule
module lfsr8bit (reset, enable, clk, out);
	input reset, enable, clk;
	output [7:0] out;
	wire w1, w2, w3, w4, w5, w6, w7, w8, w7a, w6a, w5a;
	FF_DCE seg8(w8, clk, w1, reset, enable);
	FF_DCE seg7(w7, clk, w8, reset, enable);
	xor(w7a, w7, w1);
	FF_DCE seg6(w6, clk, w7a, reset, enable);
	xor(w6a, w6, w1);
	FF_DCE seg5(w5, clk, w6a, reset, enable);
	xor(w5a, w5, w1);
	FF_DCE seg4(w4, clk, w5a, reset, enable);
	FF_DCE seg3(w3, clk, w4, reset, enable);
	FF_DCE seg2(w2, clk, w3, reset, enable);
	FF_DCE seg1(w1, clk, w2, reset, enable);
	assign out = {w8, w7, w6, w5, w4, w3, w2, w1};
endmodule
module down13counter(q, clken, enable, ld, clk, din);
	input clk, enable, ld;
	input [12:0] din;
	output reg [12:0] q;
	output clken;
	always @(posedge clk)
	begin
	if (ld)
		q <= din;
	else if (enable)
		q <= q - 13'b0000000000001;
	end
	assign clken = (q == 13'b0000000000000) ? 1'b1 : 1'b0; 
endmodule
module delay(reset, enable, clk, ld, done);
	input reset, enable, clk, ld;
	output done;
	wire [7:0] lfsrOut;
	wire [12:0] addSum, bla, lfsrOutExtend;
	lfsr8bit lfsr(reset, enable, clk, lfsrOut);
	assign lfsrOutExtend = lfsrOut << 4'd4;
	adder13 a13(lfsrOutExtend, 13'd1000, addSum);
	down13counter dC(bla, done, enable, ld, clk, addSum);
endmodule
module scoringUnit(SCin, SCupdate, SCout, clk, bestscore, reset);
	input [15:0] SCin;
	input SCupdate, clk, bestscore, reset;
	output [15:0] SCout;
	wire [15:0] last_time, best_time;
	wire greater, ander;
	assign greater = (last_time < best_time) ? 1'b1 : 1'b0;
	and(ander, SCupdate, greater);
	FF_DCE16 lastTime(last_time, clk, SCin, reset, SCupdate);
	FF_DCE16best bestTime(best_time, clk, SCin, reset, ander);
	assign SCout = (bestscore) ? best_time : last_time;
endmodule
==> flow/run.sh <==
#!/bin/bash
# OpenROAD 26Q1-2900-gdf79404cd8, Yosys 0.63+post, stock flow scripts
make -C /OpenROAD-flow-scripts/flow DESIGN_CONFIG=/design/flow/config.mk WORK_HOME=/design/flow/orfs finish
==> flow/config.mk <==
export PLATFORM = sky130hd
export DESIGN_NAME = scoringUnit
export DESIGN_NICKNAME = scoringUnit
export VERILOG_FILES = /design/flow/design.v
export SDC_FILE = /design/flow/constraint.sdc
export NUM_CORES = 4
export LEC_CHECK = 1
export CORE_UTILIZATION = 40
==> impl_metrics.yaml <==
# synthesis and place-and-route metrics
clock_network:
  cts_buffers: 5
  htree_levels: 2
  path_clk_slew_ns: 0.06
  root_buffer: "clkbuf_8"
  clock_sinks: 32
  insertion_delay_ns: 0.28
  cts_hold_buf: 0
  cts_tree: "done"
  cts_setup_buffers: 0
  cts_resized: 0
  cts_buffer_depth: 2
floorplan:
  rows: 24
  boundaryPins: 36
  die_w_um: 69.7
  floorplan.core_util_pct: 41.8
  coreArea_um2: 4380
  die_h_um: 69.7
  die_area_um2: 4850
sta:
  fin_ws_ns: 1.14
  min_period_ns: 3.26
  skew_ns: 0.00154
  fin_setup_tns_ns: 0
  finalMaxSlewViolations: 0
  tightest_slew_ns: 0.735
  finalHoldViolCount: 0
  final-setup-viol-count: 0
  fmax_ghz: 0.307
  max-slew-margin-rel_pct: 50.6
  rsz0062_at_grt: "no"
  finalClockPeriodUsage_pct: 74.0
drt:
  detail_route.wirelength_mm: 3.43
  num_vias: 1380
  n_antenna_cell: 0
  viasPerCell: 4.93
  first_iter_violations: 58
  drc: 0
  antenna_left: 0
  wl_per_cell_um: 12.3
  firstDrtPassIters: 4
yosys:
  avgSynthCellArea_um2: 9.53
  synth_cell_types: 23
  synthTopCellsByArea: "dfxtp_1, mux2i_1, ha_1"
  synthesis.area_um2: 1830
  top_cell_area_share_pct: 35.0
  ys_cells: 192
  ys_area_um2: 1830
  ys.warnings.count: 2
  synth_seq_share_pct: 35.0
  ys_seq_elements: 32
  yosysTopAreaCell: "dfxtp_1"
  syn_inst: 192
global_routing:
  grt_usage_pct: 15.3
  grt_max_degree: 49
  grt.overflow.total: 0
  grt_pass1_wl_mm: 6.02
  grt_antenna_before_repair: 0
  grt_pass1_vias: 1345
critical_path:
  reg2reg_setup_slack_ns: 2.04
  start_kind: "input pin"
  cp_max_fo: 16
  worstPathArrival_ns: 2.38
  worstSetupPathType: "input pin to output port"
  crit_required_ns: 3.52
  cp-end-kind: "output port"
placed_design:
  dp_slack_ns: 1.15
  gp_congestion: 0.803
  port_buffers: 35
  dpl.hpwl_mm: 2.35
power:
  vdd_drop_max_mv: 0.194
  p_leak_nw: 1.07
  powerDensity_nw_per_um2: 309
finish:
  fill_cells: 396
  areaGrowthSynthToFinish_pct: 26.3
  layout_top_cell: "clkdlybuf4s50_1"
  lay_top_cells: "clkdlybuf4s50_1, mux2i_1, nor2_1, dfxtp_1, inv_1"
  drive_gt1_share_pct: 13.2
min_path:
  hp-class: "flip-flop to flip-flop"
flow_run:
  warning_count: 25
  drv_cap: 0
run_status:
  status: "complete, no violations"
==> power breakdown <==
part	leakage, nW	internal (mW)	switching [mW]	total, mW
registers	0.264	0.310	0.0149	0.325
logic	0.757	0.0891	0.0579	0.147
clock network	0.0503	0.139	0.104	0.243
total	1.07	0.539	0.176	0.715
==> cells in the mapped netlist <==
cell type and n:
a21o_1 2, a21oi_1 4, a221oi_2 1, a41o_1 1
buf_2 3, buf_6 1, buf_8 1, clkbuf_1 5
dfxtp_1 32, ha_1 15, inv_1 18, mux2_2 16
mux2i_1 32, nand2_1 2, nand2b_1 16, nand3_1 1
nand4_1 3, nor2_1 32, nor3_1 2, nor4_4 1
o2111ai_2 1, o21ai_0 2, or3_1 1
==> cell families after synthesis <==
family                   share of synthesized area [%]
adder cells (fa/ha/maj)                           10.3
AND/OR/NAND/NOR                                   15.8
multiplexers                                      27.3
AND-OR/OR-AND                                     4.65
flip-flops                                        35.0
buffers and inverters                             6.97
==> metrics by stage <==
stage	hold slack, ns	area, µm²	util [%]	cells	power (mW)
6_report	0.488	2310	52.7	280	0.715
5_1_grt	0.522	2310	52.7	280	0.752
4_1_cts	0.494	2310	52.7	280	0.724
3_5_place_dp	0.477	2220	50.5	273	0.480
3_3_place_gp	0.471	2220	50.5	273	0.477
2_1_floorplan	0.458	1830	-	192	0.417
==> critical path, stage by stage <==
cell and delay (ns):
clkdlybuf4s50_1 0.45, buf_4 0.26, mux2_2 0.37, clkdlybuf4s50_1 0.40
==> flip-flops by register name (all words and copies together), names as in the netlist <==
| register | count |
|---|---|
| bestTime.q | 16 |
| lastTime.q | 16 |
==> worst paths after layout <==
check / from / endpoint / depth (start not counted)
setup reg to reg: bestTime.q[7] / bestTime.q[9] / 8
hold / removal: bestTime.q[5] / bestTime.q[5] / 2
hold reg to reg: bestTime.q[5] / bestTime.q[5] / 2
setup / recovery: bestscore / SCout[6] / 4
==> cell type report <==
cell class | instances | area, µm² | share of cell area (%)
Tap cell | 52 | 65.1 | 2.81
Multi-Input combinational cell | 132 | 1060 | 45.9
Sequential cell | 32 | 641 | 27.7
Clock buffer | 7 | 96.3 | 4.17
Timing Repair Buffer | 39 | 380 | 16.5
Inverter | 18 | 67.6 | 2.92
==> per-layer routing <==
| layer | part of all wire [%] | global-route usage (%) | vias up |
|---|---|---|---|
| met3 | 5.0 | 2.80 | 8 |
| met5 | 0 | 0 | - |
| met1 | 51 | 23.8 | 621 |
| met4 | 1.8 | 2.22 | 0 |
| met2 | 42 | 23.4 | 30 |
| li1 | - | - | 721 |
Power and IR drop assume default switching activity.
