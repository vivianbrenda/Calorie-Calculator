**design.v**
```verilog
`timescale 1ns / 1ps
module Fulladder(
    input A,
    input B,
    input Cin,
    output Cout,
    output Sum
    );
    wire w1, w2, w3;
    and( w1, A, B );
    and( w2, A, Cin );
    and( w3, B, Cin );
    or( Cout, w1, w2, w3 );
    xor( Sum, A, B, Cin );
endmodule
module mux21(q, sel, a, b);
	output q;
	input a, b, sel;
	wire selbar, a1, a2;
	not ( selbar, sel );	
	and ( a1, selbar, a );
	and ( a2, sel, b );
	or ( q, a1, a2 );
endmodule
module mux41(
	output q,
	input [1:0] sel,
	input a,
	input b,
	input c,
	input d);
	wire tmp1, tmp2;
	mux21 M0( tmp1, sel[0], a, b );
	mux21 M1( tmp2, sel[0], c, d );
	mux21 M2( q, sel[1], tmp1, tmp2 );
endmodule
module ALU1Bit(
    input A,
    input B,
	 input C0,
	 input C1,
	 input Cin,
	 output q,
	 output Cout
    );
	wire w1, AND, NOT, ADD, CoutTemp;
	not ( w1, C1 );
	and ( Cout, C0, w1, CoutTemp );
	and( AND, A, B );
	not( NOT, A );
	Fulladder adder( A, B, Cin, CoutTemp, ADD );
	mux41 M3(q, {C0,C1}, A, ADD, AND, NOT);
endmodule
module ALU4Bit(
	input [3:0] A, B,
	input C0, C1, Cin,
	output [3:0] q,
	output Cout
	);
	wire tmp1, tmp2, tmp3;
	ALU1Bit A1(A[0], B[0], C1, C0, Cin, q[0], tmp1);
	ALU1Bit A2(A[1], B[2], C1, C0, tmp1, q[1], tmp2);
	ALU1Bit A3(A[2], B[2], C1, C0, tmp2, q[2], tmp3);
	ALU1Bit A4(A[3], B[3], C1, C0, tmp3, q[3], Cout);
endmodule
```
**run.sh**
```bash
#!/bin/bash
# OpenROAD 26Q1-2900-gdf79404cd8, Yosys 0.63+post, stock flow scripts
make -C /OpenROAD-flow-scripts/flow DESIGN_CONFIG=/design/flow/config.mk WORK_HOME=/design/flow/orfs finish
```
**config.mk**
```make
export PLATFORM = sky130hd
export DESIGN_NAME = ALU4Bit
export DESIGN_NICKNAME = ALU4Bit
export VERILOG_FILES = /design/flow/design.v
export SDC_FILE = /design/flow/constraint.sdc
export NUM_CORES = 4
export LEC_CHECK = 1
export CORE_AREA = 10 10 70 70
export DIE_AREA = 0 0 80 80
```
**constraint.sdc**
```tcl
current_design ALU4Bit

set clk_period 1.2
set clk_io_pct 0.2

create_clock -name clk0 -period $clk_period

set non_clock_inputs [all_inputs -no_clocks]
set_input_delay [expr $clk_period * $clk_io_pct] -clock clk0 $non_clock_inputs
set_output_delay [expr $clk_period * $clk_io_pct] -clock clk0 [all_outputs]
```
==> impl_metrics.toml <==
# synthesis and place-and-route metrics
[detailed_routing]
antennaDiodeCount = 0
num_vias = 335
routed_wl_um = 904
drt-pass1-iter-count = 2
drc = 0
drtIter0Drc = 3
via_per_inst = 3.045
ant_nets = 0
routedWlPerCell_um = 8.218

[min_path]
min-delay-start = "A[0]"
holdPathStages = 5
min_to = "q[0]"
hold_class = "in2out"

[floorplanning]
die-area_um2 = 6400
die_x_um = 80
fp_util = 0.1029
io_pins = 16
core_um2 = 3416
die_h_um = 80
rows = 21

[job]
max_cap_viol_count = 0
warning_count = 40

[sta]
final-hold-violation-count = 0
period_needed_ns = 2.642
slew_viol_final = 0
fmax_mhz = 378.5
fin_ws_ns = -1.442
final.setup.tns_ns = -4.449
grt_setup_unrepaired = "yes"
setup_viol = 5
slew_headroom = 0.8367
finalCritPeriodShare = 2.202
worst_slew_pin_slew_ns = 0.2434

[synthesis]
ys_seq_frac = 0
yosys_area_um2 = 351.6
synth_area_um2 = 351.6
yosysWarningCount = 0
ys_cells = 44
synth_area_per_cell_um2 = 7.991
synth_cell_type_count = 17
netlist_instances = 44

[setup_path]
worstPathRequired_ns = 0.96
cpMaxStageDelayCell = "fa_1"
crit_path_end_kind = "output pin"
worst-path-max-fanout = 2
startpoint_type = "input port"
worstPathArrival_ns = 2.40
cpMostUsedCell = "fa_2"
cp_cell_sequence = "buf_8 > inv_8 > fa_2 > nor2_4 > fa_2 > inv_2 > nor2_4 > fa_2 > nand3b_1 > fa_1 > mux2_4 > a21oi_2 > buf_2"
crit_type = "in2out"
max_stage_delay_ns = 0.42

[cells_and_area]
clock_buffers = 0
design_area_um2 = 640.6
final-seq-area_um2 = 0
flops = 0
drive_gt1_frac = 0.5469
area_delta_synth_final_pct = 82.21
fin_util = 0.1875

[grt]
antenna_found_initial = 0
grt_pass1_wl_mm = 1.400
grt_start_max_net_pins = 15
grt_pass1_vias = 332
grtUsageTotal = 0.02695
grt_overflow = 0

[placed_design]
port_buffers = 15
hpwlAfterDp_um = 799.1
placed_area_um2 = 605.6
routabilityCongestion = 0.7390
pre_cts_ws_ns = -2.418

[outcome]
status = "complete, but fails checks"
violations = "negative setup slack"

[power]
power_leakage_nw = 0.2863
power_density_nw_per_um2 = 311.0
peakVddDrop_mv = 0.05681
p_total_uw = 199.2

[clock_network]
postCtsHoldBufs = 0
how the worst max path moves through the flow:
stage / slack (ns) / start / endpoint
after CTS: -1.52 / B[0] / q[3]
after global routing: -1.53 / A[0] / q[3]
final: -1.44 / A[0] / q[3]
cell usage after synthesis:
master / instances / share of area
buf_2: 1 / 0.014
nand2b_1: 2 / 0.036
a31oi_1: 1 / 0.018
mux2_2: 2 / 0.064
nor2_1: 4 / 0.043
inv_1: 6 / 0.064
a211oi_1: 4 / 0.085
a21oi_1: 4 / 0.057
nand2_1: 1 / 0.011
ha_1: 4 / 0.14
o21ai_0: 1 / 0.014
buf_4: 4 / 0.085
fa_1: 4 / 0.23
nand3b_1: 1 / 0.021
and2b_1: 3 / 0.064
buf_6: 1 / 0.032
o21a_1: 1 / 0.021
cell families after synthesis:
kind of cell / synth area share
mux: 0.06405
buf+inv: 0.1957
simple gates: 0.1744
fa+ha+maj: 0.3701
compound gates: 0.1957
layout by cell type (no fill, tap or decap), types with 2 or more instances in the layout:
| cell | count |
|---|---|
| buf_4 | 10 |
| ha_1 | 4 |
| dlygate4sd2_1 | 4 |
| a211oi_1 | 3 |
| and2b_1 | 3 |
| fa_2 | 3 |
| buf_6 | 3 |
| clkdlybuf4s50_1 | 3 |
| buf_2 | 3 |
| nor2_1 | 2 |
| a21oi_1 | 2 |
| inv_2 | 2 |
| nor2_4 | 2 |
| inv_1 | 2 |
| mux2_4 | 2 |
| a21oi_2 | 2 |
| clkbuf_2 | 2 |
area by class of cell:
| type | instances | area [um^2] |
|---|---|---|
| fillers | 386 | 2775 |
| repair buffers | 26 | 214.0 |
| well taps | 46 | 57.56 |
| inverters | 6 | 32.53 |
| multi-input cells | 32 | 336.6 |
repair_timing:
action                                  4_1_cts  5_1_grt
endpoints found under the setup margin        5        5
hold endpoints to repair                      0        0
gates resized                                35        9
setup buffers                                 2        2
pin swaps                                    11       12
per-layer routing:
| metal | global-route usage | vias to the layer above | share of wire |
|---|---|---|---|
| met5 | 0 | - | 0 |
| met3 | 0.005682 | 0 | 0.060 |
| met4 | 0 | 0 | 0 |
| met2 | 0.05297 | 7 | 0.51 |
| met1 | 0.03020 | 145 | 0.43 |
| li1 | - | 183 | - |
critical path: cells and delay by family:
kind	cells	cell delay (ns)
compound gates	1	0.11
fa+ha+maj	4	1.27
buf+inv	4	0.32
mux	1	0.28
simple gates	3	0.18
through the flow:
stage	hold WS [ns]	cells
final	0.9439	110
after global placement	1.578	106
after global routing	0.9735	110
after CTS	1.040	108
after floorplan	0.6854	44
after detailed placement	1.582	106
power by group:
part           leakage, nW  switching [mW]  total [mW]  internal (mW)
clock network            0               0           0              0
logic                0.286          0.0820       0.199          0.117
registers                0               0           0              0
Power is estimated from default activity; no workload was simulated.
